### ./run.sh
#!/bin/bash
# OpenROAD 26Q1-2900-gdf79404cd8, Yosys 0.63+post, stock flow scripts
make -C /OpenROAD-flow-scripts/flow DESIGN_CONFIG=/design/flow/config.mk WORK_HOME=/design/flow/orfs finish
### ./config.mk
export PLATFORM = sky130hd
export DESIGN_NAME = sincronizador
export DESIGN_NICKNAME = sincronizador
export VERILOG_FILES = /design/flow/design.v
export SDC_FILE = /design/flow/constraint.sdc
export NUM_CORES = 4
export LEC_CHECK = 1
export CORE_AREA = 10 10 70 70
export DIE_AREA = 0 0 80 80
### ./constraint.sdc
current_design sincronizador

set clk_period 1.0
set clk_io_pct 0.2

create_clock -name clk0 -period $clk_period

set non_clock_inputs [all_inputs -no_clocks]
set_input_delay [expr $clk_period * $clk_io_pct] -clock clk0 $non_clock_inputs
set_output_delay [expr $clk_period * $clk_io_pct] -clock clk0 [all_outputs]
### ./design.v
module comparador_mayor #(parameter n = 5) 
						(input wire [n-1:0] a,
						 input wire [n-1:0] b,
						 output reg mayor);
    always @* begin
      if (a>b) begin
        mayor = 1;
      end
      else begin
        mayor = 0;
      end
    end
endmodule
module sincronizador(input [0:9] pixel_num,
										input [0:9] linea_num,
										output hsync,
										output vsync,
										output n_blank);
	logic hback_porch;
	logic hfront_porch;
	logic hsync_aux;
	logic vback_porch;
	logic vfront_porch;
	logic vsync_aux;
	generate 
		comparador_mayor #(10) comparador_hfront_porch(pixel_num, 10'd639, hfront_porch);
		comparador_mayor #(10) comparador_hsync(pixel_num, 10'd655, hsync_aux);
		comparador_mayor #(10) comparador_hback_porch(pixel_num, 10'd751, hback_porch);
		comparador_mayor #(10) comparador_vfront_porch(linea_num, 10'd479, vfront_porch);
		comparador_mayor #(10) comparador_vsync(linea_num, 10'd490, vsync_aux);
		comparador_mayor #(10) comparador_vback_porch(linea_num, 10'd492, vback_porch);
		assign vsync = ~(vsync_aux ^ vback_porch);
		assign hsync = ~(hsync_aux ^ hback_porch);
		assign n_blank = ~(hfront_porch || vfront_porch);
	endgenerate
endmodule 
==> COMMIT_EDITMSG <==
Refresh implementation metrics

- Entering global routing, the biggest net connects 3 pins.
- The worst setup path is launched from an input pin.
- The path class of the tightest hold or removal check is input pin to primary output.
- Antenna repair during routing inserted a diode count of 0.
* Required time at the worst-slack endpoint: ~0.8 ns
- The largest total area in the synthesized netlist belongs to nor3b_1.
* Top library cells by usage in the layout, fill and taps aside: buf_2, clkdlybuf4s15_1, nor3b_2, clkbuf_2, buf_6
- The first global-routing pass estimated approximately 900 um of wire.
* Routability cong.: roughly 0.85
- Drt first pass iters: 2
- Clock buffers in the final layout number 0.
* Core box area: approximately 0.0034 sq mm
- After global routing the overflow that remains totals 0.
- Fin. max-slew vios: 0
* Final hold violation count: 0
* Avg Inst Size Synth: about 6.9 sq um
- The number of maximum-capacitance violations recorded for the run is 0.
- The worst VDD IR drop from the latest analysis is between 40 and 50 uV.
- The buffer_ports step reported a buffer count of 19.
* Post-detailed-route DRC marker count: 0
- The floorplan report gives the top-level pin count as 23.
- Max-slew headroom: between 80 and 90%
- # rows: 21
* Post-CTS setup-driven buffer insertion count: 0
- The routed layout has about 170 vias.
- Area added between synthesis and finish: 277%
* PnR worst setup slack: -0.0158 ns
* Post-synthesis chip area from yosys: roughly 76 sq um
- Static leakage power: around 0.00011 uW
* Count of warnings emitted by yosys: 1
* Sequential area share after synthesis: 0%
- The die is about 80 um wide.
* Critical path endpoint category: primary output
- The logs give a warning total of 38.
- Cells with a size suffix above 1 make up 63.3% of the layout.
- Total Routed Length: slightly below 600 um
* Flip-flops: 0
* Failing checks: negative setup slack
- Synthesis instantiated 10 different standard cells from the library.
* Initial antenna violation count: 0
- FP Util: between 2 and 2.5%
* Cell count listed in synth_stat.txt: 11
* Tightest Pin Transition: between 0.15 and 0.2 ns
* RSZ-0062 raised after global routing: yes
- Vias in the first global route: 176
* Post-layout power: between 60 and 70 uW
- Among logic cells in the layout, the one with the most instances is buf_2.
- The final timing report derives a shortest allowable period of about 1 ns.
* Mean routed wirelength per cell: 7.83 um
- Outcome: finished with violations
- From the final report, the count of setup violators was given as 1.
* Chip Footprint: between 0.006 and 0.007 sq mm
- Mapped cell area: 76.3 sq um
* Pwr Density: 241 mW/mm^2
- After synthesis, the cell types taking the most area are nor3b_1, and3b_1, and4_1, o211ai_1, o21a_1.
* Largest fanout of any net on the critical path: 2
* Share of the synthesized area in the top cell type: 19.7%
* Detail Route Antenna Nets: 0
- Cts-stage hold buffer count: 0
* Overall fraction of global-route tracks in use: roughly 1.8%
* Post-layout period usage of the worst path: 102%
* Vert. Die Dim: ~80 um
- Final instance area: 288 sq um
* DPL Wire Length: between 500 and 600 um
* CP Data Arrival Time: slightly above 0.8 ns
* Minimum hold slack: around 0.65 ns
- Setup Crit Path Kind: input pin to primary output
* Storage cell area: 0 sq um
* Placed cell areas: between 300 and 400 sq um
* Iteration-0 DRC Markers: 2
- Vias/cell: between 2 and 2.5
* Fillcell total: about 400
* Max Clock Freq: slightly below 1 GHz
- Number of instances in the synthesized netlist: 11
- Final-layout setup total negative slack: -0.0158 ns
[synth_stat cells]
cell      count
or3_1         1
nor3b_1       2
and4_1        1
nor3_1        1
o21a_1        1
o211ai_1      1
nand3_1       1
nor2b_1       1
nand4_1       1
and3b_1       1
[layout make-up]
class	instances	area [sq um]	share of cell area, %
Multi-Input combinational cell	11	98.8	34.3
Tap cell	46	57.6	20.0
Timing Repair Buffer	19	131	45.7
[worst paths after layout]
path	from	cells past startpoint	end
min	linea_num[0]	3	n_blank
max	pixel_num[4]	4	hsync
[critical path: stages]
cell,delay [ns]
buf_6,0.09
or3_4,0.36
nand4_1,0.07
buf_2,0.09
[kinds of logic after synthesis]
group              Yosys count  synth area share, %
AOI/OAI and AO/OA            2                 19.7
and+or+nand+nor              9                 80.3
[where the power goes]
| part | switching [uW] | total [uW] | internal [uW] |
|---|---|---|---|
| sequential | 0 | 0 | 0 |
| clock | 0 | 0 | 0 |
| combinational | 21.4 | 69.3 | 47.9 |
[per-stage QoR]
stage | setup WS [ns] | util [%] | instances
2_1_floorplan | 0.184 | - | 11
6_report | -0.0158 | 8.42 | 76
3_5_place_dp | -0.750 | 9.71 | 77
3_3_place_gp | -0.749 | 9.71 | 77
4_1_cts | -0.0211 | 8.35 | 76
5_1_grt | -0.0622 | 8.42 | 76
[metal layers]
metal	wire, um	share of wire, %	vias up	track usage (%)
li1	-	-	84	-
met1	376	63	68	3.30
met2	119	20	19	1.52
met3	100	17	0	0.909
met4	0	0	0	0
met5	0	0	-	0
[timing repair]
item,in CTS,in global routing
hold endpoints to repair,0,0
endpoints found under the setup margin,3,3
gates resized,56,5
pin swaps,8,2
Power and IR drop assume default switching activity.
