==> run.sh <==
#!/bin/bash
# OpenROAD 26Q1-2900-gdf79404cd8, Yosys 0.63+post, stock flow scripts
make -C /OpenROAD-flow-scripts/flow DESIGN_CONFIG=/design/flow/config.mk WORK_HOME=/design/flow/orfs finish
==> constraint.sdc <==
current_design contador_horizontal

set clk_period 2.0
set clk_io_pct 0.2

create_clock -name clk0 -period $clk_period [get_ports {reloj}]

set non_clock_inputs [all_inputs -no_clocks]
set_input_delay [expr $clk_period * $clk_io_pct] -clock clk0 $non_clock_inputs
set_output_delay [expr $clk_period * $clk_io_pct] -clock clk0 [all_outputs]
==> design.v <==
module comparador_igual #(parameter n = 5) 
						(input wire [n-1:0] a,
						 input wire [n-1:0] b,
						 output reg iguales);
    always @* begin
      if (a==b) begin
        iguales = 1;
      end
      else begin
        iguales = 0;
      end
    end
endmodule
module contador_horizontal(input reloj, 
									input reset, 
									output [0:9] numero_pixel, 
									output cambio_linea);
	logic reset_interno;
	logic [0:9] maxColumnas;
	generate 
		contador_parametrizable #(10) contador(reloj, reset_interno, numero_pixel);
		comparador_igual #(10) comparador_igual(maxColumnas, numero_pixel, cambio_linea);
		assign maxColumnas = 10'd799;
		assign reset_interno = reset || cambio_linea;
	endgenerate
endmodule 
module contador_parametrizable #(parameter n = 5) 
						(input reloj,      
                  input reset,              
                  output reg [n-1:0] out);  
	reg     [n-1:0] contador = 0;
	always @ (posedge reloj) begin
		 if (reset)
			  contador <= 0;
		 else
			  contador <= contador + 1;
	end 
	assign out = contador;
endmodule
==> config.mk <==
export PLATFORM = sky130hd
export DESIGN_NAME = contador_horizontal
export DESIGN_NICKNAME = contador_horizontal
export VERILOG_FILES = /design/flow/design.v
export SDC_FILE = /design/flow/constraint.sdc
export NUM_CORES = 4
export LEC_CHECK = 1
export CORE_AREA = 10 10 70 70
export DIE_AREA = 0 0 80 80
==> Changelog: implementation <==
### Physical design

* Post-synth regs at 10
* RR Startpoint: contador.contador[9]
* Fp_density at 14.7%
* Chip area at 6400 sq um
* Net Sw Power at 89.1 uW
* Warnings from Yosys at 3
* Max FO, Critical Path at 4
* TritonCTS clock tree: built
* Die Width at 80 um
* Comb power frac at 12.3%
* Total track usage at 4.12%
* Sequential power share at 54.7%
* DR WL/cell at 10.6 um
* Vias in the first global route at 460
* Tmin final at 1780 ps
* CP endpoint kind: output port
* Die H at 80 um
* Worst-Skew Late Latency at 260 ps
* Final Hold Fails at 0
* Diodes inserted at 0
* Worst-Margin Slew at 528 ps
* Max IR drop VDD at 0.000119 V
* First-pass GRT wire length at 2080 um
* Number of max-cap violations at 0
* Num ports at 13
* Routed Wire Length at 1300 um
* Yosys cell types at 28
* Core Rows at 21
* Top cells by area: dfxtp_1 40%, o41ai_4 5.5%, nor2_1 4.5%
* Cell count after synthesis at 55
* TritonCTS Sinks at 10
* Htree depth at 1
* Outcome: finished clean
* DR DRC count at 0
* Total grt overflow at 0
* Clk_skew at 4.91 ps
* Leak pwr at 0.000277 uW
* Most frequent logic cell in the layout: clkdlybuf4s50_1
* Fin Setup TNS at 0 ps
* R2R setup slack at 550 ps
* Routed vias/inst at 3.98
* Reg with most FFs: contador.contador
* Final worst setup slack at 218 ps
* Startpoint Class: flip-flop
* 1st-pass router iterations at 4
* Port Buf Inserts at 12
* Max Fclk at 561 MHz
* Worst setup path endpoint: cambio_linea
* Largest net degree at the start of global routing at 8
* OpenROAD warning count at 25
* CTS Buf Count at 3
* Switching share of power at 22.5%
* Clk pwr share at 33.1%
* Max-slew violations at 0
* Crit path required time at 1600 ps
* Mapped cell area at 500 sq um
* Slew headroom at 64.7%
* Core Box Area at 3420 sq um
* Setup-failing EPs final at 0
* Initial antenna violation count at 0
* Crit Path Category: reg2out
* R2r endpoint: contador.contador[3]
* Area delta synth->final at 53.0%
* Most common logic cells in the final layout: 11 x clkdlybuf4s50_1, 9 x dfxtp_1, 8 x buf_4
* DRT antenna net count at 0
* Max reg flops at 10
* Cell Int Power at 307 uW
* Crit path DAT at 1380 ps
* Pwr Total at 396 uW
* Final period util at 89.1%
* Area leader share at 40.0%
* Yosys chip area at 500 sq um
* DR iter-0 viols at 44
* Placer congestion estimate at 0.840
* Worst Setup SP: contador.contador[9]
* Cell type with the largest total area: dfxtp_1
* Hpwl dp at 1050 um
* Layout cells sized above 1 at 27.3%
* Routed via count at 490
* CTS clk-pin slew, worst paths at 60 ps
* CTS Hold Bufs at 0
* Reg2reg path depth at 3
* Clk buf depth at 2
* Regs by FF count: contador.contador x10
* PwrDens at 518 nW/um^2
* RSZ-0062 raised after global routing: false
* CTS Root Cell: clkbuf_4
* Hold Path Depth at 2
* Sequential share of the synthesized area at 40.0%
* Post-Syn Area per Cell at 9.10 sq um
* Ys cells at 55
* Pre-CTS setup slack at 122 ps
* Worst hold-check path type: reg2reg
## metal layers
layer / track usage, % / routed length (um) / part of all wire [%] / vias up
met1: 4.51 / 531 / 41 / 227
met5: 0 / 0 / 0 / -
met4: 0.176 / 0 / 0 / 0
li1: - / - / - / 250
met3: 3.07 / 188 / 14 / 0
met2: 6.58 / 582 / 45 / 13
## synthesized netlist by cell type
cell type,instances
dfxtp_1,10
nor2_1,6
a21oi_1,3
inv_1,3
nand2_1,3
nand3_1,3
o21ai_0,3
nand4_1,2
or3_1,2
xor2_1,2
a21oi_2,1
a32oi_1,1
and4_2,1
clkbuf_2,1
ha_1,1
nand3_2,1
nor2b_1,1
nor3_1,1
nor4_1,1
nor4bb_1,1
o31ai_1,1
o41ai_1,1
o41ai_4,1
or2_2,1
or2b_1,1
or3_2,1
or4_4,1
xnor2_1,1
## cells by family (layout without fill, tap and decap cells)
family / after synthesis / in the layout / synth area share [%]
buf+inv: 4 / 26 / 3.25
compound gates: 11 / 11 / 18.3
flops: 10 / 10 / 40.0
fa+ha+maj: 1 / 1 / 2.50
xor+xnor: 3 / 3 / 5.25
simple gates: 26 / 26 / 30.8
## worst min path at each step
stage | startpoint | end | slack [ps]
final | contador.contador[9] | contador.contador[9] | 500
after CTS | contador.contador[9] | contador.contador[9] | 500
after global routing | contador.contador[9] | contador.contador[9] | 520
## final cells by class
cell class / instances / area [sq um]
Inverter: 3 / 11.3
Sequential cell: 10 / 201
Tap cell: 46 / 57.6
Fill cell: 380 / 2650
Clock buffer: 3 / 22.5
Timing Repair Buffer: 20 / 179
Multi-Input combinational cell: 41 / 294
## per-stage QoR
stage | util, % | hold WS, ps | area, sq um | std cells
after global routing | 22.4 | 518 | 766 | 123
after detailed placement | 21.5 | 503 | 733 | 120
after CTS | 22.4 | 500 | 766 | 123
after global placement | 21.5 | 485 | 733 | 120
after floorplan | - | 430 | 500 | 55
final | 22.4 | 501 | 766 | 123
## power by group through the flow
stage	Combinational [uW]	Sequential [uW]	Clock, uW
4_1_cts	50.3	217	136
6_report	48.6	217	131
5_1_grt	55.9	218	147
## critical path, stage by stage (launching register included)
cell and delay, ps:
dfxtp_2 350, or2b_4 290, nor4_2 250, dlygate4sd2_1 230
## timing repair
item | in CTS | in global routing
buffers inserted | 0 | 0
gates resized | 4 | 0
endpoints found under the setup margin | 1 | 0
No activity file was given, so power comes from the tool's default toggle rates.
