$ cat flow/config.mk
export PLATFORM = sky130hd
export DESIGN_NAME = contador_vertical
export DESIGN_NICKNAME = contador_vertical
export VERILOG_FILES = /design/flow/design.v
export SDC_FILE = /design/flow/constraint.sdc
export NUM_CORES = 4
export LEC_CHECK = 1
export CORE_AREA = 10 10 70 70
export DIE_AREA = 0 0 80 80
$ cat flow/constraint.sdc
current_design contador_vertical

set clk_period 2.0
set clk_io_pct 0.2

create_clock -name clk0 -period $clk_period [get_ports {reloj}]

set non_clock_inputs [all_inputs -no_clocks]
set_input_delay [expr $clk_period * $clk_io_pct] -clock clk0 $non_clock_inputs
set_output_delay [expr $clk_period * $clk_io_pct] -clock clk0 [all_outputs]
$ cat flow/design.v
module comparador_igual #(parameter n = 5) 
						(input wire [n-1:0] a,
						 input wire [n-1:0] b,
						 output reg iguales);
    always @* begin
      if (a==b) begin
        iguales = 1;
      end
      else begin
        iguales = 0;
      end
    end
endmodule
module contador_parametrizable #(parameter n = 5) 
						(input reloj,      
                  input reset,              
                  output reg [n-1:0] out);  
	reg     [n-1:0] contador = 0;
	always @ (posedge reloj) begin
		 if (reset)
			  contador <= 0;
		 else
			  contador <= contador + 1;
	end 
	assign out = contador;
endmodule
module contador_vertical(input reloj, input reset, output [0:9] numero_linea);
	logic cambio_linea;
	logic reset_interno;
	logic [0:9] maxFilas;
	logic maxAlcanzado;
	generate 
		contador_parametrizable #(10) contador(reloj, reset_interno, numero_linea);
		comparador_igual #(10) comparador_igual(maxFilas, numero_linea, maxAlcanzado);
		assign maxFilas = 10'd523;
		assign reset_interno = reset || maxAlcanzado;
	endgenerate
endmodule 
$ cat flow/run.sh
#!/bin/bash
# OpenROAD 26Q1-2900-gdf79404cd8, Yosys 0.63+post, stock flow scripts
make -C /OpenROAD-flow-scripts/flow DESIGN_CONFIG=/design/flow/config.mk WORK_HOME=/design/flow/orfs finish
==> impl_metrics.env <==
# implementation run metrics
export IMPL_p_leak_nw=0.1924
export IMPL_die_h_um=80
export IMPL_io_buffer_count=11
export IMPL_grt_max_degree=11
export IMPL_largest_register="contador.contador"
export IMPL_synth_flops=10
export IMPL_cap_violations=0
export IMPL_vias_per_cell=3.685
export IMPL_dp_cells=104
export IMPL_hold_depth=1
export IMPL_cp_top_family="buffers and inverters"
export IMPL_ys_cells=48
export IMPL_place_congestion=0.7668
export IMPL_drc=0
export IMPL_ys_area_um2=436.7
export IMPL_reg2reg_setup_slack_ps=530
export IMPL_grt_use_total=0.03208
export IMPL_numCtsBuffers=3
export IMPL_slew_violations=0
export IMPL_root_buffer="clkbuf_4"
export IMPL_overflow=0
export IMPL_critPathKind="flip-flop to output port"
export IMPL_status="finished clean"
export IMPL_die_area_mm2=0.006400
export IMPL_vias=398
export IMPL_detail_route_wl_per_cell_um=9.972
export IMPL_cp_startpoint="contador.contador[3]"
export IMPL_fmax_mhz=606.3
export IMPL_avgSynthCellArea_um2=9.097
export IMPL_worst_slack_ps=350.5
export IMPL_netlist_area_um2=436.7
export IMPL_finalSetupViolations=0
export IMPL_slowest_delay_ps=520
export IMPL_finalNonFillerCells=108
export IMPL_min_from="contador.contador[0]"
export IMPL_synth_cell_types=21
export IMPL_syn2layout_area_growth_pct=45.56
export IMPL_ys_seq_frac=0.4585
export IMPL_rr_endpoint="contador.contador[8]"
export IMPL_fin_setup_tns_ps=0
export IMPL_drive_gt1_frac=0.1290
export IMPL_cp_start_kind="flip-flop"
export IMPL_diodes=0
export IMPL_clk_latency_ps=260
export IMPL_path_buffers=1
export IMPL_dr_pass1_iters=3
export IMPL_post_route_period_util=0.8247
export IMPL_tool_warnings=25
export IMPL_largest_reg_flops=10
export IMPL_fp_util=0.1278
export IMPL_grt_pass1_wl_um=1580
export IMPL_fin_crit_ps=1649
export IMPL_synth_top_flop_cell="dfxtp_1"
export IMPL_worstHoldPathType="flip-flop to flip-flop"
export IMPL_clock_sinks=10
export IMPL_fin_worst_skew_ps=4.108
export IMPL_synthArstFlopShare=0
export IMPL_grt_pass1_vias=335
export IMPL_min_to="contador.contador[0]"
export IMPL_whs_ps=491.8
export IMPL_finalWirelength_um=1077
export IMPL_hpwlAfterDp_um=854.4
export IMPL_final_hold_viol_count=0
export IMPL_slowest_stage="clkdlybuf4s50_1"
export IMPL_most_common_cell="dfxtp_1"
export IMPL_cp_max_fo=7
export IMPL_cp_cell_sequence="clkdlybuf4s50_1"
export IMPL_antenna_left=0
export IMPL_final_util=0.1861
export IMPL_rows=21
export IMPL_yosysWarnings=3
export IMPL_clock_path_buffers=2
export IMPL_top_cells_by_area="dfxtp_1 (46%), nor2_1 (5.2%), a21oi_1 (4.6%)"
export IMPL_synthTopCellsByCount="dfxtp_1 (10), nor2_1 (6), a21oi_1 (4)"
export IMPL_powerDensity_mw_per_mm2=645.5
export IMPL_antenna_found_initial=0
export IMPL_cp_arrival_ps=1250
export IMPL_ir_worst_vdd_mv=0.2366
export IMPL_io_pins=12
export IMPL_syn_inst=48
export IMPL_clk_pin_slew_ps=60
export IMPL_worst_slew_pin_slew_ps=270.6
export IMPL_first_iter_violations=18
export IMPL_edf_count=0
export IMPL_cts_resized_gates=0
export IMPL_cts_hold_buffers=0
export IMPL_end_kind="output port"
export IMPL_netlist_area_leader_share=0.4585
export IMPL_cts_tree="done"
export IMPL_cp_data_required_time_ps=1600
export IMPL_core_mm2=0.003416
export IMPL_dpl_worst_slack_ps=537.5
export IMPL_htree_levels=1
export IMPL_die_x_um=80
export IMPL_postCtsSetupBuffers=0
export IMPL_timing_rr_start="contador.contador[0]"
export IMPL_top_area_cell="dfxtp_1"
export IMPL_reg_largest_list="contador.contador: 10 flops"
export IMPL_rsz0062_at_grt="false"
export IMPL_relSlewSlack=0.8193
export IMPL_reg2reg_depth=4
[layer usage]
metal  part of all wire  track usage  wire (um)
met2               0.46      0.05136        492
met4             0.0093     0.001761         10
met5                  0            0          0
met1               0.43      0.03495        468
met3              0.098      0.02386        106
[report_power, final]
| group | internal (mW) | switching (mW) |
|---|---|---|
| Combinational | 0.0157 | 0.00955 |
| Clock | 0.110 | 0.0634 |
| Sequential | 0.204 | 0.00704 |
| Total | 0.330 | 0.0799 |
[cell families (layout without fill, tap and decap cells)]
family / count (synthesis) / in the layout / synth area share
xor gates and xnor gates: 3 / 3 / 0.06018
adders and majority gates: 1 / 1 / 0.02865
and+or+nand+nor: 21 / 21 / 0.2779
AOI/OAI and AO/OA: 11 / 11 / 0.1547
DFF: 10 / 10 / 0.4584
buffers and inverters: 2 / 16 / 0.02004
[cell usage in the layout, fill, tap and decap left out, types with 2 or more instances in the layout]
cell             instances
nand2_1                  3
dfxtp_1                 10
clkbuf_4                 3
a21oi_1                  4
o21ai_0                  3
nand4_1                  2
xor2_1                   2
nor2_1                   6
nand3_1                  2
or3_1                    3
o31ai_1                  2
clkdlybuf4s50_1         11
[how the worst max path moves through the flow]
stage | slack, ps | cells after the start | end
after CTS | 340 | 1 | numero_linea[6]
after global routing | 270 | 1 | numero_linea[6]
final | 350 | 1 | numero_linea[6]
[layout make-up]
class / count / area, um^2
inverters: 1 / 3.754
repair buffers: 11 / 110.1
fillers: 382 / 2780
clock buffers: 4 / 36.28
multi-input cells: 36 / 227.7
flip-flops and latches: 10 / 200.2
well taps: 46 / 57.56
[metrics by stage]
step	total power, mW	area, um^2
5_1_grt	0.4345	635.6
6_report	0.4103	635.6
3_3_place_gp	0.2405	599.3
2_1_floorplan	0.2256	436.7
3_5_place_dp	0.2417	599.3
4_1_cts	0.4163	635.6
Power figures rest on the tool's default switching activity, not on a simulated workload.
